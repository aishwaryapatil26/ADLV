`flow/config.mk`:
```
export PLATFORM = sky130hd
export DESIGN_NAME = adder
export DESIGN_NICKNAME = adder
export VERILOG_FILES = /design/flow/design.v
export SDC_FILE = /design/flow/constraint.sdc
export NUM_CORES = 4
export LEC_CHECK = 1
export CORE_AREA = 10 10 70 70
export DIE_AREA = 0 0 80 80
```
`flow/constraint.sdc`:
```
current_design adder

set clk_period 1.9
set clk_io_pct 0.2

create_clock -name clk0 -period $clk_period [get_ports {clk}]

set non_clock_inputs [all_inputs -no_clocks]
set_input_delay [expr $clk_period * $clk_io_pct] -clock clk0 $non_clock_inputs
set_output_delay [expr $clk_period * $clk_io_pct] -clock clk0 [all_outputs]
```
`flow/design.v`:
```
module adder(clk,reset,a,b,valid,c);
  input [3:0] a,b;
  input clk,reset;
  input valid;
  output reg [6:0] c;
  always @(posedge clk)
    begin
      if(reset) begin
        c = 6'b0;
      end
      else begin
        c = a + b;
      end
    end
endmodule
```
`flow/run.sh`:
```
#!/bin/bash
# OpenROAD 26Q1-2900-gdf79404cd8, Yosys 0.63+post, stock flow scripts
make -C /OpenROAD-flow-scripts/flow DESIGN_CONFIG=/design/flow/config.mk WORK_HOME=/design/flow/orfs finish
```
==> Flow_metrics.wiki <==
=== Synthesis and place and route ===
{| class="wikitable"
! Metric !! Value
|-
| Number of buffer cells added on primary ports || 14
|-
| Count of flip-flops with a built-in enable after synthesis || 0
|-
| Wire length of the first global-routing pass || 1080 um
|-
| Distinct cell type count after synthesis || 14
|-
| Total power consumption of the routed design || approximately 0.31 mW
|-
| Overall global routing resource usage || 2.11%
|-
| Gate Count Post-Synth || 29
|-
| Antenna violations before repair || 0
|-
| Number of placement rows || 21
|-
| Maximum buffer depth of the clock tree || 2
|-
| Hpwl dp || about 620 um
|-
| Largest type area fraction || 35.9%
|-
| Root Driver || sky130_fd_sc_hd__clkbuf_4
|-
| Cell area power density || 622 nW/um2
|-
| Floorplan Core Area || 3420 um2
|-
| Number of cell instances after yosys synthesis || 29
|-
| Dominant cell type by area after synthesis || sky130_fd_sc_hd__dfxtp_1
|-
| Final critical-path share of the clock period || 86.7%
|-
| Number of global-route vias before repair || 248
|-
| Routability congestion estimate from global placement || about 0.68
|-
| Initial core utilization || 8.17%
|-
| Total die size || 6400 um2
|-
| Proportion of layout cells with a drive suffix above 1 || under 10%
|-
| Drt pass-1 iters || 3
|-
| Residual overflow from global routing || 0
|-
| Number of cells in the design after placement || 88
|-
| Static leakage power || 0.202 nW
|-
| Detail Route Antenna Nets || 0
|-
| Area growth, synth to finish || 76.2%
|-
| Mapped Area || between 200 and 300 um2
|-
| Fraction of the yosys area taken by sequential cells || 35.9%
|-
| I/O Pins || 18
|-
| TritonCTS clock tree || built
|-
| End of the worst hold path || c[1]
|-
| Most frequent cells after synthesis || 5 x sky130_fd_sc_hd__dfxtp_1, 4 x sky130_fd_sc_hd__ha_1, 4 x sky130_fd_sc_hd__inv_1, 4 x sky130_fd_sc_hd__nor2b_1
|-
| Number of failing hold endpoints at the final stage || 0
|-
| WHS Path Cells || 2
|-
| Number of standard cells in the layout, taps in and fillers out || 92
|-
| CP endpoint kind || flip-flop
|-
| RSZ-0062 raised after global routing || false
|-
| Fmax || 607 MHz
|-
| Post-CTS Hold Buffers || 0
|-
| Arr. time, crit path || between 1.5 and 2 ns
|-
| Maximum number of pins on one net before global-route repair || 7
|-
| Min-Delay Startpoint || reset
|-
| Chip area line of the yosys report || 279 um2
|-
| Horizontal die size || around 80 um
|-
| Max capacitance violation total || 0
|-
| Clock transition at the registers of the reported paths || 0.04 ns
|-
| H-tree depth || 1
|-
| Inserted Clock Buffers || 3
|-
| Initial drt markers || 3
|-
| Post CTS Setup Buffer Count || 0
|-
| Category of the critical setup timing path || in2reg
|-
| Residual DRC count || 0
|-
| Top fanout value on the critical path || 2
|-
| Minimum clock period || 1.65 ns
|-
| Outcome || finished clean
|-
| Synth warnings || 1
|-
| Crit path DRT || 2.07 ns
|-
| Chip height || 80 um
|-
| Tool warnings || 26
|-
| Total count of max-transition violations in the final report || 0
|-
| Synthesized area per cell || slightly below 10 um2
|-
| Share of flip-flops with an asynchronous set or reset after synthesis || 0%
|-
| Final wirelength || 673 um
|-
| Hold WC Path Type || in2reg
|-
| Number of gates resized after CTS || 0
|-
| Total antenna diodes in the routed design || 0
|-
| Final-layout setup total negative slack || 0 ns
|-
| Most instantiated flip-flop cell in the synthesis netlist || sky130_fd_sc_hd__dfxtp_1
|-
| Worst vdd rail ir drop || 86.5 uV
|-
| Final number of setup-violating endpoints || 0
|-
| Post-detailed-route via-to-cell ratio || 2.59
|-
| Clk sinks || 5
|-
| Library cell with the highest instance count after synthesis || sky130_fd_sc_hd__dfxtp_1
|-
| Drt wl/cell || 7.32 um
|-
| Number of storage elements in the synthesis netlist || 5
|-
| Main area contributors || sky130_fd_sc_hd__dfxtp_1 36%, sky130_fd_sc_hd__ha_1 18%, sky130_fd_sc_hd__nor2b_1 9.0%
|-
| Max reg flops || 5
|-
| Total via count in the routed design || 238
|-
| Crit path launch type || input pin
|}
==> routing by layer <==
metal	track usage, %	share of wire (%)	wire [um]	vias to the layer above
met4	0.704	0	0	0
met3	1.25	15	103	0
met1	1.94	25	166	108
met5	0	0	0	-
li1	-	-	-	122
met2	3.77	60	403	8
==> per-stage QoR <==
step	util, %	area (um2)	hold slack [ns]	worst slack [ns]
6_report	14.4	492	0.805	0.253
3_3_place_gp	13.6	465	1.02	0.0304
2_1_floorplan	-	283	0.447	0.539
3_5_place_dp	13.6	465	1.06	0.00331
4_1_cts	14.4	492	0.809	0.247
5_1_grt	14.4	492	0.836	0.153
==> final cells by class <==
type | instances | area (um2)
timing repair buffer | 14 | 140
fill | 391 | 2920
sequential | 5 | 100
tap | 46 | 57.6
multi-input combinational | 19 | 153
clock buffer | 4 | 26.3
inverter | 4 | 15.0
==> cell usage in the layout (no fill, tap or decap) <==
master,synthesis,layout
sky130_fd_sc_hd__clkdlybuf4s50_1,0,14
sky130_fd_sc_hd__dfxtp_1,5,5
sky130_fd_sc_hd__inv_1,4,4
sky130_fd_sc_hd__nor2b_1,4,4
sky130_fd_sc_hd__ha_1,4,4
sky130_fd_sc_hd__clkbuf_4,0,3
sky130_fd_sc_hd__nor2_1,2,2
sky130_fd_sc_hd__conb_1,1,2
sky130_fd_sc_hd__nor3_1,1,1
sky130_fd_sc_hd__a21o_1,1,1
sky130_fd_sc_hd__a21oi_2,1,1
sky130_fd_sc_hd__mux2_1,1,1
sky130_fd_sc_hd__o21ai_0,1,1
sky130_fd_sc_hd__a21oi_1,1,1
sky130_fd_sc_hd__fa_1,1,1
sky130_fd_sc_hd__clkbuf_1,0,1
==> cells by family after synthesis <==
logic type | share of synthesized area [%]
and+or+nand+nor | 13.5
AOI/OAI and AO/OA | 9.42
adders and majority gates | 25.1
buffers and inverters | 10.8
other | 1.34
DFF | 35.9
muxes | 4.04
==> worst max-delay path: stages <==
cell and delay, ns:
sky130_fd_sc_hd__clkdlybuf4s50_1 0.46, sky130_fd_sc_hd__ha_1 0.16, sky130_fd_sc_hd__inv_1 0.05, sky130_fd_sc_hd__fa_1 0.38, sky130_fd_sc_hd__nor2b_1 0.15, sky130_fd_sc_hd__o21ai_0 0.09
sky130_fd_sc_hd__a21oi_1 0.14
==> where the power goes <==
group | internal, mW | switching, mW
registers | 0.116 | 0.00208
clock network | 0.0791 | 0.0387
logic | 0.0489 | 0.0217
total | 0.244 | 0.0625
==> worst max-delay path by stage <==
stage         startpoint  depth (start not counted)   end
CTS                 a[0]                          7  c[4]
global route        a[0]                          7  c[4]
finish              a[0]                          7  c[4]
Power is estimated from default activity; no workload was simulated.
